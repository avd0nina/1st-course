`design.v`:
```
`timescale 1ns / 1ps
module muxer(
    input [7:0] in,
    input [2:0] sel,
    output logic q
    );
assign q = !sel[2] & !sel[1] & !sel[0] & in[0] |
           !sel[2] & !sel[1] & sel[0] & in[1] | 
           !sel[2] & sel[1] & !sel[0] & in[2] | 
           !sel[2] & sel[1] & sel[0] & in[3] | 
            sel[2] & !sel[1] & !sel[0] & in[4] | 
            sel[2] & !sel[1] & sel[0] & in[5] | 
            sel[2] & sel[1] & !sel[0] & in[6] | 
            sel[2] & sel[1] & sel[0] & in[7];   
endmodule
module shift(
    input [7:0] in,
    input [2:0] shift,
    output logic [7:0] q
    );
logic [23:0] sh;
assign sh[2:0] = shift;                                         
assign sh[5:3] = (sh[2:0] == 3'b111) ? 0 : sh[2:0] + 1;                                       
assign sh[8:6] = (sh[5:3] == 3'b111) ? 0 : sh[5:3] + 1;         
assign sh[11:9] = (sh[8:6] == 3'b111) ? 0 : sh[8:6] + 1;        
assign sh[14:12] = (sh[11:9] == 3'b111) ? 0 : sh[11:9] + 1;     
assign sh[17:15] = (sh[14:12] == 3'b111) ? 0 : sh[14:12] + 1;   
assign sh[20:18] = (sh[17:15] == 3'b111) ? 0 : sh[17:15] + 1;   
assign sh[23:21] = (sh[20:18] == 3'b111) ? 0 : sh[20:18] + 1;   
muxer M0(.in(in), .sel(sh[2:0]), .q(q[0]));
muxer M1(.in(in), .sel(sh[5:3]), .q(q[1]));
muxer M2(.in(in), .sel(sh[8:6]), .q(q[2]));
muxer M3(.in(in), .sel(sh[11:9]), .q(q[3]));
muxer M4(.in(in), .sel(sh[14:12]), .q(q[4]));
muxer M5(.in(in), .sel(sh[17:15]), .q(q[5]));
muxer M6(.in(in), .sel(sh[20:18]), .q(q[6]));
muxer M7(.in(in), .sel(sh[23:21]), .q(q[7]));
endmodule
```
`run.sh`:
```
#!/bin/bash
# OpenROAD 26Q1-2900-gdf79404cd8, Yosys 0.63+post, stock flow scripts
make -C /OpenROAD-flow-scripts/flow DESIGN_CONFIG=/design/flow/config.mk WORK_HOME=/design/flow/orfs finish
```
`config.mk`:
```
export PLATFORM = sky130hd
export DESIGN_NAME = shift
export DESIGN_NICKNAME = shift
export VERILOG_FILES = /design/flow/design.v
export SDC_FILE = /design/flow/constraint.sdc
export NUM_CORES = 4
export LEC_CHECK = 1
export CORE_AREA = 10 10 70 70
export DIE_AREA = 0 0 80 80
```
`constraint.sdc`:
```
current_design shift

set clk_period 2.8
set clk_io_pct 0.2

create_clock -name clk0 -period $clk_period

set non_clock_inputs [all_inputs -no_clocks]
set_input_delay [expr $clk_period * $clk_io_pct] -clock clk0 $non_clock_inputs
set_output_delay [expr $clk_period * $clk_io_pct] -clock clk0 [all_outputs]
```
==> impl_metrics.tcl <==
# flow metrics
set metrics [dict create \
    power_leakage_nw 0.470 \
    n_clock_buffer 0 \
    core_um2 3420 \
    setup_ws_ps -54.5 \
    crit_top_cell "ha_4" \
    path_class "in2out" \
    core.rowCount 21 \
    path_cells "buf_6, ha_4, ha_4, inv_4, ha_4, nor2_4, mux4_2, mux2_4, buf_6" \
    ys_area_um2 689 \
    die_h_um 80 \
    min_from "in[4]" \
    grt_pass1_vias 711 \
    core_util_floorplan_pct 20.2 \
    critical-path-max-stage-delay_ps 500 \
    yosysWarnings 0 \
    pin_count 19 \
    ant_nets 0 \
    drive_gt1_share_pct 52.4 \
    status "finished with violations" \
    lay_top_count "buf_4" \
    worstSetupEndpointType "output port" \
    critPathMaxFanout 3 \
    hold_path_class "in2out" \
    crit_arrival_ps 2290 \
    dp_hpwl_um 1510 \
    cpMaxStageDelayCell "mux4_2" \
    dp_slack_ps -754 \
    syn_to_final_growth_pct 63.5 \
    port_buffers 19 \
    gr-usage-all-layers_pct 6.08 \
    finalCritPeriodShare_pct 102 \
    largest_area_cell "mux4_1" \
    synth_seq_share_pct 0 \
    fp.dieW_um 80 \
    hold_viol 0 \
    grt-ovfl-total 0 \
    drt-wirelength-per-cell_um 13.0 \
    syn_inst 75 \
    dp.cells 147 \
    grt_antenna_before_repair 0 \
    cap_violations 0 \
    synth_cell_types 25 \
    layout_top_cells "buf_4 (20), nand2_1 (16), mux4_2 (9)" \
    wl_um 1960 \
    yosys-stat-cells 75 \
    max_freq_mhz 350 \
    drc 0 \
    drtIter0Drc 57 \
    stdcell_count 151 \
    warning_count 37 \
    num_antenna_cells 0 \
    power_density_nw_per_um2 215 \
    cp-start-kind "primary input" \
    grt_max_degree 10 \
    avgSynthCellArea_um2 9.19 \
    seq_area_um2 0 \
    ir_drop_v 0.0000820 \
    ctsHoldBuffers 0 \
    synthTopCellsByArea "mux4_1 (23%), mux4_2 (13%), ha_1 (13%)" \
    worst_pin_slew_ps 332 \
    drt-pass1-iter-count 4 \
    num_vias 684 \
    setup_viol 3 \
    fin_util_pct 33.0 \
    design_area_um2 1130 \
    min_period_ps 2850 \
    drv_slew 0 \
    failed_checks "setup timing" \
    grt_pass1_wl_um 3330 \
    crit_required_ps 2240 \
    crit_start "shift[1]" \
    routabilityCongestion 0.830 \
    viasPerCell 4.53 \
    netlist.area_leader.share_pct 22.9 \
    rsz0062_at_grt "yes" \
    synthesis.area_um2 689 \
    flops 0 \
    relSlewSlack_pct 77.8 \
    placed_cell_area_um2 1020 \
    chip_area_um2 6400 \
]
-- per-layer routing --
metal	vias up	GRT usage, %	part of all wire (%)
li1	338	-	-
met1	322	8.28	47
met2	24	8.99	43
met3	0	3.07	9.6
met4	0	0	0
met5	-	0	0
-- critical path: cells and delay by family --
kind | cells | cell delay, ps
fa+ha+maj | 3 | 590
mux | 2 | 790
buf+inv | 3 | 250
simple gates | 1 | 100
-- synthesized netlist by cell type, drive strengths merged --
master	instances
mux4	10
clkbuf	2
a21boi	2
o22a	1
nand2	17
o221ai	1
nand3	1
nor2	4
nand2b	2
mux2i	3
mux2	2
a311oi	1
o311a	1
buf	9
o21ai	5
inv	4
nor3b	1
or3b	1
ha	7
o21bai	1
-- area by class of cell --
| class | count | area, um^2 |
|---|---|---|
| Timing Repair Buffer | 41 | 362 |
| Tap cell | 46 | 57.6 |
| Fill cell | 365 | 2290 |
| Multi-Input combinational cell | 60 | 691 |
| Inverter | 4 | 17.5 |
-- through the flow --
step,setup TNS [ps],hold WS (ps),total power [mW]
after floorplan,0,1270,0.133
after global placement,-4510,2350,0.212
after detailed placement,-4550,2350,0.212
after CTS,-219,1900,0.230
after global routing,-305,1950,0.264
final,-70.1,1910,0.242
-- worst paths after layout --
kind    to  slack [ps]  depth (start not counted)
min   q[6]        1910                          4
max   q[6]         -50                          9
-- cells by family (layout without fill, tap and decap cells) --
family,after synthesis,count (layout),synth area share [%]
buffers and inverters,15,45,13.6
AOI/OAI and AO/OA,12,12,12.3
adders and majority gates,7,7,12.7
and+or+nand+nor,26,26,17.8
muxes,15,15,43.6
-- timing repair --
item,CTS,global route
setup buffers,3,2
gates cloned,0,0
pin swaps,10,7
resized,46,5
setup endpoints to repair,8,5
-- where the power goes --
group	leakage [nW]	internal (mW)	total, mW	switching [mW]
Combinational	0.470	0.152	0.242	0.0902
Sequential	0	0	0	0
Clock	0	0	0	0
Total	0.470	0.152	0.242	0.0902
No activity file was given, so power comes from the tool's default toggle rates.
