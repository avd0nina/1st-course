===== design/flow/run.sh =====
#!/bin/bash
# OpenROAD 26Q1-2900-gdf79404cd8, Yosys 0.63+post, stock flow scripts
make -C /OpenROAD-flow-scripts/flow DESIGN_CONFIG=/design/flow/config.mk WORK_HOME=/design/flow/orfs finish

===== design/flow/config.mk =====
export PLATFORM = sky130hd
export DESIGN_NAME = brain
export DESIGN_NICKNAME = brain
export VERILOG_FILES = /design/flow/design.v
export SDC_FILE = /design/flow/constraint.sdc
export NUM_CORES = 4
export LEC_CHECK = 1
export CORE_UTILIZATION = 30

===== design/flow/constraint.sdc =====
current_design brain

set clk_period 25.0
set clk_io_pct 0.2

create_clock -name clk0 -period $clk_period

set non_clock_inputs [all_inputs -no_clocks]
set_input_delay [expr $clk_period * $clk_io_pct] -clock clk0 $non_clock_inputs
set_output_delay [expr $clk_period * $clk_io_pct] -clock clk0 [all_outputs]

===== design/flow/design.v =====
module brain(
    input logic [13:0] first_digit,
    input logic [13:0] second_digit,
    input logic [1:0] operation,
    output logic [13:0] result
);
logic [13:0] mul_result;
logic [13:0] sum_result;
logic [13:0] sub_result;
multi mul_mod(
    .first_num(first_digit),
    .second_num(second_digit),
    .result(mul_result)
);
sum sum_mod(
    .first_num(first_digit),
    .second_num(second_digit),
    .result(sum_result)
);
subb sub_mod(
    .first_num(first_digit),
    .second_num(second_digit),
    .result(sub_result)
);
always @* begin
    result = 0;
    case (operation)
        2'b00: result = mul_result;
        2'b01: result = sum_result;
        2'b10: result = sub_result;
    endcase
end
endmodule
module multi(
    input logic [13:0] first_num,
    input logic [13:0] second_num,
    output logic [13:0] result
);
always @* begin
    result = 14'h0;
    for (integer i = 0; i < 16; i = i + 1) begin
        if (second_num[i] == 1) begin
            result = result + (first_num << i);
        end
    end
end
endmodule
module subb(
    input logic [13:0] first_num,
    input logic [13:0] second_num,
    output logic [13:0] result
);
reg [14:0] borrow;
always @* begin
    result = 0;
    borrow = 0;
    for (integer i = 0; i < 14; i++) begin
        result[i] = first_num[i] ^ second_num[i] ^ borrow;
        borrow = (~first_num[i] & second_num[i]) | (~first_num[i] & borrow) | (second_num[i] & borrow);
    end
end
endmodule
module sum(
    input logic [13:0] first_num,
    input logic [13:0] second_num,
    output logic [13:0] result
);
reg [14:0] carry;
always @* begin
    result = 0;
    carry = 0;
    for (integer i = 0; i < 14; i++) begin
        result[i] = first_num[i] ^ second_num[i] ^ carry;
        carry = (first_num[i] & second_num[i]) | (carry & (first_num[i] ^ second_num[i]));
    end
end
endmodule

==> deck_impl_summary.md <==
Key Metrics from the Run

Timing
  – Fin crit period: about 24000 ps
  – Worst slew pin tran: about 970 ps
  – Setup ws final: 900.8 ps
  – Final worst-path cycle share: approximately 96%
  – Rel. slew slack: about a third
  – Fin. max-slew vios: 0
  – Final hold violations: 0
  – FMAX: roughly 0.041 GHz
  – Final setup viols: 0

Setup path
  – Critical-path top delay cell: fa_1
  – Crit path required time: around 20000 ps
  – Kind of critical path: in2out
  – Worst stage delay on the critical path: slightly below 500 ps
  – Crit path top cell by count: ha_1
  – Critical path arrival: 19100 ps
  – Max FO, Critical Path: 14
  – CP endpoint kind: primary output
  – CP startpoint: first_digit[1]
  – Startpoint types: input port

Synth
  – Avg Inst Size Synth: just over 7 um2
  – Dominant cell area share: between 20 and 25%
  – Post-synthesis sequential area ratio: 0%
  – Top cells, area: ha_1, xnor2_1, a21oi_1
  – Yosys Chip Area: approximately 5800 um2
  – Yosys warns: 6
  – Cell Area, Synth: 5819 um2
  – Yosys cell count: between 800 and 900
  – Cells after Synth: a little over 800
  – Number of library cell types mapped by synthesis: between 70 and 80
  – Cell type with the largest total area: ha_1

Floorplanning
  – Core area: 18830 um2
  – Row count: about 50
  – DIE HEIGHT: 141.3 um
  – Top-Level Pins: 44
  – DIE WIDTH: 141.3 um
  – FP Core Util: 30.90%
  – Chip Area: 19960 um2

Worst hold path
  – Min-delay src: second_digit[13]
  – Min-delay worst type: in2out

Placed design
  – Post-DP HPWL: roughly 15000 um
  – DP Area: 6599 um2
  – Placed instance count: about 1.1k
  – PortBufs: about 44
  – Setup WS pre-CTS: roughly 280 ps
  – Routability cong.: 0.9318

Power
  – Cell area power density: around 90 nW/um2
  – Final Total Pwr: between 600 and 700 uW
  – Switching share of power: ~51%
  – VDD IR max: approximately 0.000036 V
  – Total internal power: 300.9 uW
  – Reg power frac: 0%
  – Clock power frac: 0%
  – Logic pwr share: 100.0%
  – Static Leakage: 0.003093 uW
  – Sw Pwr: around 320 uW

Detailed routing
  – N_diodes: 0
  – Via count: 5946
  – Final ANT Viol Nets: 0
  – Initial DRC Count: approximately 420
  – Final Routed Wirelength: 18670 um
  – Via density: approximately 5.3
  – Routed len/inst: around 17 um
  – Drt first pass iters: 4
  – Remaining DRCs: 0

Global routing
  – Vias in the first global route: between 5k and 6k
  – First-pass GRT wire length: between 20000 and 30000 um
  – Total gr overflow: 0
  – GRT Total Usage: roughly a fifth
  – Largest net degree at the start of global routing: 28
  – Initial antenna violation count: 0

Cells and area
  – Fillers: between 1.5k and 2k
  – Clock Buffer Count: 0
  – Final Util: a little under two fifths
  – Synth-to-Final Area Change: 18.68%
  – Non-Filler Instances: roughly 1.1k
  – Post-route cell area: ~7000 um2
  – Storage cell area: 0 um2
  – Layout cells sized above 1: about 11%
  – Registers: 0

Run status
  – Status: complete, no violations

Job
  – Log Warnings: 48
  – Max Cap Violations: 0

Clocking
  – Post-CTS Hold Buffers: 0
-- kinds of logic after synthesis --
family	after synthesis	synth area share (%)
AOI/OAI and AO/OA	260	31.03
xor gates and xnor gates	70	11.24
adders and majority gates	116	26.36
buffers and inverters	102	6.816
muxes	28	5.139
and+or+nand+nor	236	19.42
-- cell type report --
type	count	area [um2]	share of cell area (%)
multi-input combinational	710	5634	81.58
timing repair buffer	73	664.4	9.620
inverter	75	282.8	4.094
tap	260	325.3	4.710
-- cell usage after synthesis, types with 3 or more instances --
master / n
a211o_1: 4
a211oi_1: 9
a21boi_0: 5
a21o_1: 20
a21oi_1: 61
a221o_1: 3
a22oi_1: 5
a31oi_1: 7
a32oi_1: 3
and2_1: 3
and3_1: 3
buf_2: 4
clkbuf_1: 21
clkinv_1: 4
fa_1: 11
ha_1: 105
inv_1: 70
mux2_2: 12
mux2i_1: 15
nand2_1: 72
nand2b_1: 18
nand3_1: 14
nor2_1: 62
nor2b_1: 16
nor3_1: 18
nor4_1: 4
o2111ai_1: 3
o211ai_1: 10
o21a_1: 16
o21ai_0: 40
o21bai_1: 11
o221ai_1: 3
o31a_1: 7
o31ai_1: 13
o41ai_1: 5
or2_2: 5
or3_1: 7
or4_1: 4
xnor2_1: 47
xnor3_1: 3
xor2_1: 20
-- placed cells by master, fill, tap and decap left out, types with 4 or more instances in the layout --
cell / instances
ha_1: 101
nand2_1: 71
inv_1: 69
nor2_1: 61
a21oi_1: 51
xnor2_1: 44
clkdlybuf4s50_1: 43
o21ai_0: 34
buf_4: 28
a21o_1: 20
xor2_1: 20
nand2b_1: 18
nor3_1: 17
o21a_1: 15
nor2b_1: 14
nand3_1: 14
mux2i_1: 14
o31ai_1: 12
mux2_2: 12
a21oi_2: 10
o211ai_1: 10
o21bai_1: 10
fa_1: 10
a211oi_1: 8
or3_1: 7
o31a_1: 7
a31oi_1: 6
or2_2: 5
a22oi_1: 5
o41ai_1: 5
clkinv_1: 4
nor4_1: 4
o21ai_1: 4
or4_1: 4
a211o_1: 4
-- critical path: cells and delay by family --
kind | cells | cell delay, ps
adder cells (fa/ha/maj) | 13 | 4490
AND-OR/OR-AND | 17 | 3020
XOR/XNOR | 15 | 2590
buffers and inverters | 8 | 1690
AND/OR/NAND/NOR | 12 | 1690
multiplexers | 3 | 590
-- per-layer routing --
| layer | vias to the layer above | wire length (um) | GRT usage, % |
|---|---|---|---|
| met5 | - | 0 | 0 |
| li1 | 3057 | - | - |
| met2 | 177 | 8369 | 31.21 |
| met1 | 2693 | 9097 | 28.32 |
| met3 | 19 | 963 | 1.238 |
| met4 | 0 | 236 | 3.432 |
-- what timing repair did --
action,CTS,global route
setup endpoints to repair,0,1
buffers inserted,0,12
resized,0,52
-- power by group through the flow --
stage,sequential (uW),combinational [uW],clock [uW]
CTS,0,585,0
global route,0,689,0
finish,0,619,0
-- worst paths after layout --
| kind | endpoint | slack [ps] | cells after the start |
|---|---|---|---|
| worst min-delay path | result[13] | 11220 | 6 |
| worst max-delay path | result[13] | 900 | 68 |
-- stage by stage --
stage / TNS [ps] / hold slack [ps]
detailed placement: 0 / 11220
finish: 0 / 11220
CTS: 0 / 11230
floorplan: 0 / 10140
global placement: 0 / 11220
global route: -39.70 / 11290
No activity file was given, so power comes from the tool's default toggle rates.
