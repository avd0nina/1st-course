File: ./design.v
`timescale 1ns / 1ps
module adder_16(
    input [15:0] a,
    input [15:0] b,
    input cin,
    output cout,
    output [15:0] s
    );
    logic [3:0] p, g;
    logic [4:0] c;
    assign cout = c[4];
    cla m0(.p(p), .g(g), .cin(cin), .c(c[4:0]));
    genvar i;
    generate for (i = 0; i < 4; i = i + 1)
        begin: label
            adder M(.a(a[4*i+3 : 4*i]), .b(b[4*i+3 : 4*i]), 
                    .cin(c[i]), .p_g(p[i]), .g_g(g[i]), 
                    .cout(cout), .s(s[4*i+3 : 4*i]));
        end
    endgenerate
endmodule
module adder(
    input [3:0] a,
    input [3:0] b,
    input cin,
    output p_g,
    output g_g,
    output cout,
    output [3:0] s
    );
    logic [3:0] p, g;
    logic [4:0] c;
    assign cout = c[4];
    cla m0(.p(p), .g(g), .cin(cin), .c(c[4:0]), 
           .p_g(p_g), .g_g(g_g));
    genvar i;
    generate for (i = 0; i < 4; i = i + 1)
        begin: label
            assign p[i] = a[i] ^ b[i];
            assign g[i] = a[i] & b[i];
            assign s[i] = a[i] ^ b[i] ^ c[i];
        end
    endgenerate
endmodule
module cla(
    input [3:0] p,
    input [3:0] g,
    input cin,
    output p_g,
    output g_g,
    output [4:0] c
    );
    assign c[0] = cin;
    assign c[1] = g[0]
                | p[0] & cin;
    assign c[2] = g[1]
                | p[1] & g[0]
                | p[1] & p[0] & cin;
    assign c[3]  = g[2]
                 | p[2] & g[1]
                 | p[2] & p [1] & g[0]
                 | p[2] & p [1] & p[0] & cin;
    assign c[4] = g[3] 
                | p[3] & g[2]
                | p[3] & p[2] & g[1]
                | p[3] & p[2] & p[1] & g[0] 
                | p[3] & p[2] & p[1] & p[0] & cin;
    assign p_g = p[3] & p[2] & p[1] & p[0];
    assign g_g = g[3] 
               | p[3] & g[2]
               | p[3] & p[2] & g[1]
               | p[3] & p[2] & p[1] & g[0];
endmodule
File: ./run.sh
#!/bin/bash
# OpenROAD 26Q1-2900-gdf79404cd8, Yosys 0.63+post, stock flow scripts
make -C /OpenROAD-flow-scripts/flow DESIGN_CONFIG=/design/flow/config.mk WORK_HOME=/design/flow/orfs finish
File: ./config.mk
export PLATFORM = sky130hd
export DESIGN_NAME = adder_16
export DESIGN_NICKNAME = adder_16
export VERILOG_FILES = /design/flow/design.v
export SDC_FILE = /design/flow/constraint.sdc
export NUM_CORES = 4
export LEC_CHECK = 1
export CORE_AREA = 10 10 72 72
export DIE_AREA = 0 0 82 82
File: ./constraint.sdc
current_design adder_16

set clk_period 6.8
set clk_io_pct 0.2

create_clock -name clk0 -period $clk_period

set non_clock_inputs [all_inputs -no_clocks]
set_input_delay [expr $clk_period * $clk_io_pct] -clock clk0 $non_clock_inputs
set_output_delay [expr $clk_period * $clk_io_pct] -clock clk0 [all_outputs]
==> impl_metrics.yaml <==
# yosys + openroad results
final_layout:
  area_of_the_multi_input_gates_um2: 709.4
  n_fill_cell: 386
  area.sequential_um2: 0
  flow.area_growth_from_synthesis_pct: 73.20
  post_layout_nonfiller_instances: 200
  clock_buffers: 0
  sequential_cell_total: 0
  layout-drive-gt1-share: 0.07237
power_and_ir_drop:
  power-per-cell-area_nw_per_um2: 94.68
  irDropWorstVdd_uv: 34.52
  leakage_nw: 0.5835
critical_path:
  timing_worst_setup_path_type: "primary input to primary output"
  critPathLaunchType: "primary input"
  cp_slowest_cell: "clkdlybuf4s50_1"
  critical_path_peak_fanout: 5
  cp_cell_sequence: "clkdlybuf4s50_1 > ha_1 > a21oi_1 > o21ai_2 > o21ai_1 > nor2_2 > nand2b_1 > inv_2 > fa_1 > xnor2_1 > clkdlybuf4s50_1"
  cp_data_required_time_ps: 5440
  worst_ep_arrival_time_ps: 4000
  cp_common_cell: "clkdlybuf4s50_1"
  crit_family: "buffers and inverters"
  critical_path.max_stage_delay_ps: 490
  worstPathBufferInverterCount: 3
  endpoint_kind: "primary output"
clocking:
  setup_fix_buffers_added_after_clock_tree_synthesis: 0
  post_cts_hold_buffer_count: 0
  postCtsResizedCells: 0
flow_run:
  maxCapViolations: 0
  openroad.warnings: 32
routing:
  antenna_cells: 0
  drt_pass1_iterations: 4
  detail_route.drc_violations: 0
  drt-wirelength-per-cell_um: 10.91
  via_per_inst: 4.255
  routed-via-count: 851
  routed_wl_um: 2181
  first_iter_violations: 41
  detail-route-antenna-nets: 0
floorplanning:
  placementRows: 22
  io_pins: 50
  design.die.area_um2: 6724
  placeableCoreArea_um2: 3689
  die.size.x_um: 82
  floorplan.core_util: 0.2076
  die_y_um: 82
yosys:
  post_synth.cell_area_avg_um2: 7.507
  post_synth_instance_area_um2: 765.7
  ys_chip_area_um2: 765.7
  synth_seq_share: 0
  synth.distinct_cells: 28
  syn_inst: 102
  synth-cells-yosys: 102
  yosysWarnings: 1
final_timing:
  final_sum_of_negative_setup_slack_ps: 0
  fin_crit_sh: 0.7883
  worst_slew_pin_slew_ps: 265.6
  grt_setup_unrepaired: "no"
  timing.final.crit_period_ps: 5360
  report.final.slew_viol_count: 0
  timing.final.setup_violations: 0
  max_freq_mhz: 186.6
  timing_hold_violations_final: 0
  worst_slew_margin_rel: 0.8229
placement:
  numPortBuffers: 50
  gp_congestion: 0.8573
  numPlacedInstances: 200
  hpwl_um: 2013
min_path:
  hold_path.class: "primary input to primary output"
global_routing:
  number_of_antenna_violations_at_the_first_check_in_global_routing: 0
  grt_pass1_vias: 823
  grt_first_pass_wirelength_um: 3415
  grt_start_max_net_pins: 6
  grt.overflow.total: 0
  grtUsageTotal: 0.06050
run_status:
  run_status: "completed"
## Yosys cell counts, drive strengths merged (2+ instances only)
library cell | n | area share
inv | 15 | 0.074
a21oi | 9 | 0.069
xor2 | 3 | 0.034
a21o | 4 | 0.041
fa | 4 | 0.10
nor2 | 12 | 0.065
nand3 | 2 | 0.013
o21ai | 8 | 0.062
nand2 | 6 | 0.029
nor3 | 3 | 0.020
xnor2 | 8 | 0.092
or3 | 2 | 0.016
ha | 16 | 0.26
a211oi | 3 | 0.042
## cell type report
| type | instances | area share |
|---|---|---|
| tap | 48 | 0.04528 |
| multi-input combinational | 87 | 0.5349 |
| timing repair buffer | 50 | 0.3774 |
| inverter | 15 | 0.04245 |
## placed cells by master, fill, tap and decap left out, drive strengths merged, types with 2 or more instances in the layout
cell type / synthesis / routed
o21ai: 8 / 8
inv: 15 / 15
nor2: 12 / 12
xnor2: 8 / 8
xor2: 3 / 3
nand2: 6 / 6
fa: 4 / 4
a21o: 4 / 4
nand3: 2 / 2
clkdlybuf4s50: 0 / 50
a21oi: 9 / 9
a211oi: 3 / 3
nor3: 3 / 3
ha: 16 / 16
or3: 2 / 2
## metal layers
layer | GRT usage | share of wire | vias up
li1 | - | - | 452
met1 | 0.08312 | 0.47 | 367
met2 | 0.09013 | 0.40 | 32
met3 | 0.02863 | 0.13 | 0
met4 | 0 | 0 | 0
met5 | 0 | 0 | -
## logic make-up after synthesis
kind of cell               share of synthesized area
and+or+nand+nor                               0.1797
AOI/OAI and AO/OA                             0.2549
adders and majority gates                     0.3660
buffers and inverters                        0.07352
xor gates and xnor gates                      0.1258
## stage by stage
stage	instance area, um^2	hold slack, ps	utilization	power (mW)	worst slack (ps)
final	1326	3801	0.3596	0.1256	1440
after floorplan	765.7	2891	-	0.05541	2492
after global placement	1326	3815	0.3596	0.1277	1424
after global routing	1326	3856	0.3596	0.1414	1206
after CTS	1326	3822	0.3596	0.1292	1400
after detailed placement	1326	3820	0.3596	0.1279	1430
## tightest hold or removal path, delay by kind of cell
family	cells	cell delay, ps
XOR/XNOR	1	70
adder cells (fa/ha/maj)	1	140
buffers and inverters	2	860
## final timing paths
check / from / to / slack (ps) / cells past startpoint
worst max-delay path: b[9] / s[5] / 1440 / 11
worst min-delay path: b[3] / s[3] / 3800 / 4
## power by group
part	internal, mW	total (mW)	switching, mW	leakage [nW]
clock	0	0	0	0
sequential	0	0	0	0
combinational	0.0815	0.126	0.0441	0.584
total	0.0815	0.126	0.0441	0.584
Power figures rest on the tool's default switching activity, not on a simulated workload.
